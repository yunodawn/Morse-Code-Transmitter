--- flow/design.v ---
module part3(SW, CLOCK_50, KEY, LEDR);
input [2:0]SW;
input [1:0]KEY;
output[9:0]LEDR;
wire [2:0]presentstate;
assign presentstate[2] = SW[2];
assign presentstate[1] = SW[1];
assign presentstate[0] = SW[0]; 
assign LEDR[9:1] = 0;
wire[3:0]yout;
wire[2:0] length;
wire shift, b0, enable, load, z;
input CLOCK_50;
letter_selector yes(presentstate, yout, length);
shift_register okay(yout, shift, load, b0);
down_counter mhmm(load, length, shift, enable, z);
halfsec_counter awnah(KEY[1], CLOCK_50, enable);
fsm hellnah(b0, enable, KEY[0], KEY[1], z, load, shift, LEDR[0]);
endmodule
module letter_selector(presentstate, yout, counter);
input[2:0] presentstate; 
output reg [3:0] yout;
output reg [2:0] counter;
parameter[2:0]A = 3'b000;
parameter[2:0]B = 3'b001;
parameter[2:0]C = 3'b010;
parameter[2:0]D = 3'b011;
parameter[2:0]E = 3'b100;
parameter[2:0]F = 3'b101;
parameter[2:0]G = 3'b110;
parameter[2:0]H = 3'b111;
always@(*)
case(presentstate)
	A:
	yout <= 4'b01xx;
	B:
	yout <= 4'b1000;
	C:
	yout <= 4'b1010;
	D:
	yout <= 4'b100x;
	E:
	yout <= 4'b0xxx;
	F:
	yout <= 4'b0010;
	G:
	yout <= 4'b110x;
	H:
	yout <= 4'b0000;
	default:
	yout <= 4'bxxxx; 
endcase
always@(*)
case(presentstate)
	A:
	counter <= 3'b011;
	B:
	counter <= 3'b101;
	C:
	counter <= 3'b101;
	D:
	counter <= 3'b100;
	E:
	counter <= 3'b010;
	F:
	counter <= 3'b101;
	G:
	counter <= 3'b100;
	H:
	counter <= 3'b101;
	default:
	counter <= 3'bxxx; 
endcase
endmodule
module shift_register(yout, shift, load, b0);
input[3:0] yout;
input shift, load;
output b0;  
wire q1, q2, q3;
flipflop one(yout[0], shift, b0, load, q1); 
flipflop two(yout[1], shift, q1, load, q2);
flipflop three(yout[2], shift, q2, load, q3);
flipflop four(yout[3], shift, q3, load, b0);
endmodule
module flipflop(yout_bit, enable, Q, start, qout);  
input yout_bit, enable, Q, start; 
output reg qout;
always@(posedge enable)
	begin
	if(start) 
		qout <= yout_bit;
	else
		qout <= Q;	
	end
endmodule
module down_counter(load, length, shift, enable, z); 
input shift, load, enable;
input [2:0] length;
reg[2:0] counter;
output z;
always@(posedge enable)
begin
	if(load) 
	counter <= length;
	else if(z)
	counter <= 3'b001;
	else if(shift) 
	counter <= (counter - 1'b1);
end
assign z = (counter == 3'b001);
endmodule
module halfsec_counter(KEY, CLOCK_50, enable);
input KEY;
input CLOCK_50;
output reg enable;
reg[24:0]fastcounter = 25'd25000000;
always @(posedge CLOCK_50) begin
if (fastcounter == 0)
enable <= 1;
else if (KEY == 0 | enable == 1)
begin
fastcounter <= 25'd25000000;
enable <= 0;
end
else
fastcounter<= fastcounter - 1;
end
endmodule
module fsm(b0, enable, key0, key1, z, load, shift, LEDR);  
input b0, enable, key0, key1, z;
output [0:0] LEDR;
output reg shift, load;
reg[2:0] pstate, newstate;
parameter A = 3'b000;  
parameter B = 3'b001;
parameter dash = 3'b010, d2 = 3'b011, d3 = 3'b100;
parameter dot = 3'b101;  
parameter space = 3'b110;
always@(posedge enable) begin
if(!key0)  
	pstate <= A;
else
	pstate <= newstate;
end
always@(*)
case(pstate)
	A: begin
		if(!key1)
			newstate <= A;
		else begin
			newstate <= B;
			load <=1; end
		end
	B: begin
		if(!enable) begin
			newstate <= B;
			load <=0; end
		else if (enable & !b0) begin
			load <=0;
			newstate <= dot; end
		else if (enable & b0) begin
			newstate <= dash;
			load <=0;end
		else
			newstate <= B;
		end
	dash: begin 
		if(!enable)
		newstate <= dash;
		else if (enable)
		newstate <= d2;
		else
			newstate <= B;
		end
	d2: begin
		if(!enable)
		newstate <= d2;
		else if(enable)
		newstate <= d3;
		else
			newstate <= B;
		end
	d3: begin
		if(!enable)
		newstate <= d3;
		else if(enable) begin
		newstate <= space;
		end
		else
			newstate <= B;
		end
	dot: begin
		if(!enable)
		newstate <= dot;
		else if (enable) begin
		newstate <= space;
		end
		else
			newstate <= B;
		end
	space: begin
		if(!enable) begin
		newstate <= space;
		shift <= 1; end
		else if (!z & enable) begin 
		newstate <= B;
		shift <= 0; end
		else if (enable & z) begin
		newstate <= space;
		shift <= 0; end
		else
			newstate <= B;
		end
	default: begin
	newstate <= B;
	load <= 0;
	shift <= 0; end
endcase
assign LEDR = ((pstate == dot) | (pstate == dash) | (pstate == d2) | (pstate == d3)); 
endmodule
--- flow/run.sh ---
#!/bin/bash
# OpenROAD 26Q1-2900-gdf79404cd8, Yosys 0.63+post, stock flow scripts
make -C /OpenROAD-flow-scripts/flow DESIGN_CONFIG=/design/flow/config.mk WORK_HOME=/design/flow/orfs finish
--- flow/config.mk ---
export PLATFORM = sky130hd
export DESIGN_NAME = part3
export DESIGN_NICKNAME = part3
export VERILOG_FILES = /design/flow/design.v
export SDC_FILE = /design/flow/constraint.sdc
export NUM_CORES = 4
export LEC_CHECK = 1
export CORE_AREA = 10 10 114 114
export DIE_AREA = 0 0 124 124
--- flow/constraint.sdc ---
current_design part3

set clk_period 7.3
set clk_io_pct 0.2

create_clock -name clk0 -period $clk_period [get_ports {CLOCK_50}]

set non_clock_inputs [all_inputs -no_clocks]
set_input_delay [expr $clk_period * $clk_io_pct] -clock clk0 $non_clock_inputs
set_output_delay [expr $clk_period * $clk_io_pct] -clock clk0 [all_outputs]
==> reports/metrics.yaml <==
cts_setup_buffers: 0
ff_type: "edfxtp_1"
antenna_left: 0
stdcell_area_sq_um: 2390
fill_cells: 1101
power_mw: 0.314
critical_path_class: "reg2reg"
syn-cell-area_sq_um: 2180
min_path_type: "reg2reg"
drive_gt1_share_pct: 6.91
finClkSkew_ps: 5.94
ys.flops: 42
finish.utilization_pct: 23.0
num_vias: 1496
cts.path.max_buffers: 2
status: "finished, final reports clean"
synth_cell_types: 39
end_kind: "flop"
r2r_cells: 5
r2r-end: "awnah.fastcounter[17]"
gp_congestion: 0.815
cts_buffers: 3
top_area_share_pct: 38.6
rsz0062_at_grt: "no"
final-hold-violation-count: 0
unconstrained_endpoints: 20
crit_fanout: 20
yosysWarnings: 5
powerDensity_nw_per_um2: 131
dpl_cell_area_sq_um: 2350
fp-row-count: 37
arrival_ps: 2470
clock_latency_ps: 270
die_w_microns: 124
cts_tree: "done"
drtIter0Drc: 113
grt_pass1_wl_microns: 6760
holdBufCountCts: 0
ys_cells: 213
htree_levels: 1
post-route-min-period_ps: 2470
maxCapViolations: 0
core_area_sq_um: 10400
routed_wl_microns: 3780
r2r-start: "awnah.fastcounter[16]"
synth_cells: 213
drc: 0
antenna_found_initial: 0
worst_slew_pin_slew_ps: 662
start_kind: "flop"
dr.pass1.iters: 4
tool_warnings: 27
track_usage_pct: 5.17
required_ps: 7310
r2r_slack_ps: 4830
fin_tns_setup_ps: 0
holdPathStages: 2
port_buffers: 6
via_per_inst: 4.24
fin_crit_sh_pct: 33.8
p_leak_nw: 0.766
synthArstFlopShare_pct: 0
die_area_sq_um: 15400
ir_drop_mv: 0.0431
synthTopCellsByArea: "edfxtp_1, dfxtp_1, buf_4"
yosysMostFrequentCell: "edfxtp_1"
grt_pass1_vias: 1452
synth-edff-count: 28
pin_count: 16
yosysChipArea_sq_um: 2180
clockRootBuffer: "clkbuf_8"
relSlewSlack_pct: 55.8
n_antenna_cell: 0
drv_slew: 0
yosysTopAreaCell: "edfxtp_1"
fp-utilization_pct: 20.9
grt_overflow: 0
max_freq_ghz: 0.405
clk_pin_slew_ps: 80
unclocked_regs: 16
grt_max_degree: 24
min_to: "awnah.fastcounter[22]"
cts_resized: 0
hpwl_microns: 2720
area_growth_pct: 10.0
top_cells_by_count: "edfxtp_1, nor2_1, nand2_1, nand3_1, dfxtp_1"
post_drt_wl_per_cell_microns: 10.7
fp.dieH_microns: 124
synth.avg_cell_area_sq_um: 10.2
worstHoldStart: "awnah.fastcounter[22]"
setup_viol: 0
layout make-up:
class                      instances  area [sq um]  share of cell area (%)
clock inverter                     1          3.75                   0.157
tap                              136           170                    7.11
sequential                        42          1110                    46.4
clock buffer                       3          41.3                    1.72
timing repair buffer               8          75.1                    3.13
inverter                           6          22.5                   0.940
multi-input combinational        157           971                    40.5
per-stage QoR:
step | worst slack, ps | hold WS, ps | instances
final | 4830 | 625 | 353
after global routing | 4660 | 661 | 353
after CTS | 4820 | 618 | 353
after detailed placement | 4540 | 593 | 349
after global placement | 4570 | 593 | 349
after floorplan | 4680 | 565 | 221
how the worst max path moves through the flow:
stage | from | end
CTS | awnah.fastcounter[16] | awnah.fastcounter[17]
global route | awnah.fastcounter[8] | awnah.fastcounter[17]
finish | awnah.fastcounter[16] | awnah.fastcounter[17]
per-layer routing:
metal | global-route usage [%] | wire, microns | vias to the layer above
li1 | - | - | 770
met1 | 7.71 | 1990 | 707
met2 | 7.95 | 1630 | 17
met3 | 1.06 | 143 | 2
met4 | 0.504 | 12 | 0
met5 | 0 | 0 | -
critical path: stages, from the launching register on:
cell and delay (ps):
edfxtp_1 430, or4_1 660, or3_4 420, nor2_1 120, nand3_1 240, buf_4 340
cell usage in the layout, fill, tap and decap left out, types with 3 or more instances in the layout:
cell type / Yosys / layout
a21boi_0: 4 / 4
a21oi_1: 10 / 10
clkbuf_8: 0 / 3
clkdlybuf4s50_1: 0 / 6
conb_1: 1 / 9
dfxtp_1: 12 / 12
edfxtp_1: 28 / 28
ha_1: 4 / 4
inv_1: 6 / 6
mux2_2: 3 / 3
mux2i_1: 5 / 5
nand2_1: 15 / 15
nand2b_1: 5 / 5
nand3_1: 13 / 13
nor2_1: 19 / 19
nor2b_1: 5 / 5
nor3_1: 3 / 3
nor4_1: 4 / 4
o21ai_0: 9 / 9
o31ai_1: 7 / 7
or3_1: 7 / 7
or4_1: 10 / 10
xnor2_1: 4 / 4
xor2_1: 5 / 5
report_power, final:
group / switching [mW] / leakage, nW / internal [mW]
combinational: 0.0254 / 0.347 / 0.0208
sequential: 0.0129 / 0.396 / 0.174
clock: 0.0439 / 0.0231 / 0.0377
sequential cells by signal (all words and copies together) (netlist names):
name,count
hellnah.pstate,7
okay.two.qout,1
awnah.enable,1
okay.four.qout,1
mhmm.counter,3
okay.one.qout,1
hellnah.shift,1
hellnah.load,1
okay.three.qout,1
awnah.fastcounter,25
cell families (layout without fill, tap and decap cells):
family,count (synthesis),after routing,share of synthesized area (%)
compound gates,32,32,8.91
xor+xnor,9,9,3.62
fa+ha+maj,4,4,2.30
buf+inv,22,18,5.75
flops,40,40,49.7
latches,2,2,1.38
mux,8,8,3.85
other cells,1,9,0.172
simple gates,95,95,24.4
Power figures rest on the tool's default switching activity, not on a simulated workload.
