==> design.v <==
module part5(KEY, SW, LEDR);
input[0:0]KEY;
input[1:0]SW;
output[9:0]LEDR;
wire [8:0]pstate;
FSM pleasework(KEY[0], SW[0], SW[1], LEDR[9], LEDR[8:0]); 
endmodule
module FSM(clk, reset, w, z, pstate);
input clk, reset, w;
output reg z;
output reg[8:0]pstate;  
parameter A = 9'b000000000;
parameter B = 9'b000000011;
parameter C = 9'b000000101;
parameter D = 9'b000001001;
parameter E = 9'b000010001;
parameter F = 9'b000100001;
parameter G = 9'b001000001;
parameter H = 9'b010000001;
parameter I = 9'b100000001;
reg[8:0] nstate;  
always@(*) begin 
case(pstate)
	A: begin
	if (w == 1)
	nstate <= F;
	else
	nstate <= B;
	end
	B: begin
	if (w == 1)
	nstate <= F;
	else
	nstate <= C;
	end
	C: begin
	if (w == 1)
	nstate <= F;
	else
	nstate <= D;
	end
	D: begin
	if (w == 1)
	nstate <= F;
	else
	nstate <= E;
	end
	E: begin
	if (w == 1)
	nstate <= F;
	else
	nstate <= E;
	end
	F: begin
	if (w == 1)
	nstate <= G;
	else
	nstate <= B;
	end
	G: begin
	if (w == 1)
	nstate <= H;
	else
	nstate <= B;
	end
	H: begin
	if (w == 1)
	nstate <= I;
	else
	nstate <= B;
	end
	I: begin
	if (w == 1)
	nstate <= I;
	else
	nstate <= B;
	end
default:
	begin
	nstate <= A;
	end
endcase
end
always @(posedge clk or negedge reset) begin  
  if (!reset) 
    pstate <= A;  
  else
    pstate <= nstate; 
 end
always @(*) 
	begin
    z = (pstate == I) | (pstate == E);
	end 
	endmodule 
==> run.sh <==
#!/bin/bash
# OpenROAD 26Q1-2900-gdf79404cd8, Yosys 0.63+post, stock flow scripts
make -C /OpenROAD-flow-scripts/flow DESIGN_CONFIG=/design/flow/config.mk WORK_HOME=/design/flow/orfs finish
==> config.mk <==
export PLATFORM = sky130hd
export DESIGN_NAME = part5
export DESIGN_NICKNAME = part5
export VERILOG_FILES = /design/flow/design.v
export SDC_FILE = /design/flow/constraint.sdc
export NUM_CORES = 4
export LEC_CHECK = 1
export CORE_AREA = 10 10 77 77
export DIE_AREA = 0 0 87 87
==> constraint.sdc <==
current_design part5

set clk_period 3.0
set clk_io_pct 0.2

create_clock -name clk0 -period $clk_period [get_ports {KEY}]

set non_clock_inputs [all_inputs -no_clocks]
set_input_delay [expr $clk_period * $clk_io_pct] -clock clk0 $non_clock_inputs
set_output_delay [expr $clk_period * $clk_io_pct] -clock clk0 [all_outputs]
==> run notes <==
run results: status finished, final reports clean, IO Port Bufs 12, share of layout cells above drive strength 1 16.9%, Max H-tree Level 1, CTS Buf Count 3, Final Critical Period 2.32 ns, RSZ-0062 raised after global routing no, CP max stage cell clkdlybuf4s50_1, first-pass GRT wire length 2100 um, Worst VDD drop approximately 0.24 mV, Critical Path Fanout Max 8, Yosys Warn Count 1, GRT Overall Usage between 3 and 4%, Data required, critical path 2.40 ns, Top non-seq family simple AND/OR/NAND/NOR gates, Die H 87 um, max cap viols 0, clock buffer depth 2, crit share post-route 77.2%, CP Capture Type primary output, Largest register FFs 9, Main synth FF type dfrtp_1, chip area about 7600 um2, PwrDens ~680 nW/um2, Chip Area, Yosys 554 um2, yosys adder share 0%, Post-DRT Antenna Nets 0, count leader, synth dfrtp_1, average cell area after synthesis 10.5 um2, Largest regs pleasework.pstate: 9 flops, Async SR Flop Fraction 100%, Via density 3.57, slowest stage delay, CP 0.47 ns, Setup TNS 0 ns, global route total overflow 0, yosys cell count between 50 and 60, # clock sinks 9, synthesized instance count 53, Biggest register pleasework.pstate, Hold WS 0.586 ns, clock latency (worst-skew pair) ~0.21 ns, area of the core about 4400 um2, min-delay src pleasework.pstate[5], register clock-pin slew on the reported worst setup and hold paths 0.04 ns, drt first-iter violations between 40 and 50, Ant. Diodes 0, flip-flops with a built-in enable 0, CTS resizes 0, hpwl dp 1010 um, root buffer cell clkbuf_8, FP Util 12.7%, CP delay by family, top simple AND/OR/NAND/NOR gates, row count 24, area of the mapped netlist around 550 um2, total power 0.519 mW, Multiplexer share under 10%, vias in the first global route 440, Worst Tran Pin Value 0.440 ns, antenna violations before repair 0, Setup crit start pleasework.pstate[1], vias 418, area share, top type 40.6%, dpl cells 113, Complex Gates by Area 8.35%, Flops after synth 9, Post-CTS Setup Inserts 0, Finished Layout Cells 117, # IOs 13, DRC 0, Synth area leaders dfrtp_1 (41%), xor2_1 (6.3%), nor4b_2 (5.4%), Tool Warnings 43, Seq share, synth 40.6%, CTS tree done, Layout area overhead 37.2%, Pre-antenna DRT Iters 4, Synth cell types 29, Setup-failing EPs final 0, Max-slew headroom 70.4%, Hold Violations, Final 0, simple-gate area share of the yosys netlist 35.0%, XOR-XNOR Cells, Area Fraction 7.90%, hold crit path type flop to flop, Fmax achieved 0.432 GHz, RePlAce Congestion 0.836, Synth top cells by count dfrtp_1 (9), nor2_1 (5), xor2_1 (4), Buf/Inv on CP 1, Yosys top cell by area dfrtp_1, worst r2r src pleasework.pstate[8], CP cell instances nand2b_2 > nor2_4 > nand3_1 > nor2_1 > clkdlybuf4s50_1, largest net degree at the start of global routing 11, startpoint types flop, post-DR wirelength/cell 11.0 um, Filler Cell Count approximately 470, Setup Skew 0.000475 ns, CTS Hold Bufs 0, kind of critical path flop to primary output, LEAKAGE 0.303 nW, Slew Limit Fails 0, die width approximately 87 um, Arr. time, crit path 1.72 ns, final wirelength between 1000 and 1500 um
[per-layer routing]
metal,part of all wire (%),track usage (%),vias to the layer above
met4,0,0.147,0
met1,48,4.52,193
met2,42,5.00,10
li1,-,-,215
met3,9.8,2.26,0
met5,0,0,-
[cell type report]
type	count	area [um2]	area share [%]
Inverter	3	11.3	1.48
Timing Repair Buffer	12	120	15.8
Tap cell	52	65.1	8.55
Sequential cell	9	225	29.6
Clock buffer	4	45.0	5.92
Multi-Input combinational cell	37	294	38.7
[worst reg2reg max path: cells and delay by family, from the launching register on]
family,cells,cell delay (ns)
flip-flops,1,0.50
AND-OR/OR-AND,3,0.56
XOR/XNOR,1,0.20
[kinds of logic (layout without fill, tap and decap cells)]
logic type | after synthesis | in the layout
multiplexers | 1 | 1
buffers and inverters | 7 | 19
AND-OR/OR-AND | 6 | 6
XOR/XNOR | 5 | 5
AND/OR/NAND/NOR | 25 | 25
flip-flops | 9 | 9
[final timing paths]
check / endpoint / slack [ns] / cells past startpoint
hold reg to reg: pleasework.pstate[8] / 0.59 / 1
setup / recovery: LEDR[9] / 0.68 / 5
hold / removal: pleasework.pstate[8] / 0.59 / 1
max in group asynchronous: pleasework.pstate[5] / 2.02 / 1
min in group asynchronous: pleasework.pstate[6] / 0.69 / 1
setup reg to reg: pleasework.pstate[0] / 1.61 / 4
[power breakdown]
group          internal [mW]  total [mW]  switching [mW]  leakage, nW
Sequential             0.144       0.191          0.0474        0.122
Clock                 0.0909       0.120          0.0295       0.0228
Combinational          0.119       0.208          0.0885        0.159
[layout by cell type, fill, tap and decap left out, types with 2 or more instances in the layout]
master and instances:
clkdlybuf4s50_1 12, dfrtp_1 9, nor2_1 5, xor2_1 4
nand3_1 3, inv_1 3, clkbuf_8 3, nor4_2 2
nor4b_1 2, nor4b_2 2, nor3_1 2
[through the flow]
stage          area (um2)  setup WS (ns)  utilization, %
6_report              761          0.683            17.5
5_1_grt               761          0.558            17.5
4_1_cts               761          0.641            17.5
3_5_place_dp          716          0.889            16.4
3_3_place_gp          716          0.895            16.4
2_1_floorplan         554           1.38               -
Power figures rest on the tool's default switching activity, not on a simulated workload.
